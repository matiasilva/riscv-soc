## /design/flow/run.sh

```bash
#!/bin/bash
# OpenROAD 26Q1-2900-gdf79404cd8, Yosys 0.63+post, stock flow scripts
make -C /OpenROAD-flow-scripts/flow DESIGN_CONFIG=/design/flow/config.mk WORK_HOME=/design/flow/orfs finish
```

## /design/flow/config.mk

```make
export PLATFORM = sky130hd
export DESIGN_NAME = memory
export DESIGN_NICKNAME = memory
export VERILOG_FILES = /design/flow/design.v
export SDC_FILE = /design/flow/constraint.sdc
export NUM_CORES = 4
export LEC_CHECK = 1
export CORE_UTILIZATION = 50
```

## /design/flow/constraint.sdc

```tcl
current_design memory

set clk_period 3.4
set clk_io_pct 0.2

create_clock -name clk0 -period $clk_period [get_ports {i_clk}]

set non_clock_inputs [all_inputs -no_clocks]
set_input_delay [expr $clk_period * $clk_io_pct] -clock clk0 $non_clock_inputs
set_output_delay [expr $clk_period * $clk_io_pct] -clock clk0 [all_outputs]
```

## /design/flow/design.v

```verilog
module memory #(
    parameter PRELOAD = 0,
    parameter PRELOAD_FILE = ""
) (
    input         i_rst_n,
    input         i_clk,
    input         i_ctrl_mem_rd_en,
    input         i_ctrl_mem_wr_en,
    input  [31:0] i_mem_addr,
    input  [31:0] i_mem_wdata,
    output [31:0] o_mem_rdata
);
  localparam MEM_SIZE = 512;
  logic   [ 7:0] mem        [MEM_SIZE - 1:0];
  logic   [31:0] next_rdata;
  integer        i;
  initial begin
    if (PRELOAD) begin
      if (PRELOAD_FILE === "") begin
        $display("no preload file provided!");
        $finish;
      end
      $readmemh(PRELOAD_FILE, mem, 0, 31);
    end
  end
  always @(posedge i_clk or negedge i_rst_n) begin
    if (~i_rst_n) begin
      next_rdata <= 0;
    end else begin
      if (i_ctrl_mem_rd_en) begin
        next_rdata <= {mem[i_mem_addr+3], mem[i_mem_addr+2], mem[i_mem_addr+1], mem[i_mem_addr]};
      end else if (i_ctrl_mem_wr_en) begin
        for (i = 0; i < 4; i++) begin
          mem[i_mem_addr+i] <= i_mem_wdata[i*8+:8];
        end
      end
    end
  end
  assign o_mem_rdata = next_rdata;
endmodule
```

==> flow_metrics.tcl <==
# flow metrics
set metrics [dict create \
    ys_ff 4128 \
    ys_seq_share_pct 32.77 \
    fp_util_pct 50.29 \
    flow.stopped_at "global routing" \
    grt_pass1_wl_microns 9588000 \
    synth.top_cell.area_share_pct 32.56 \
    grt_max_degree 104 \
    place_area_sq_um 574900 \
    die_w_microns 871.3 \
    numPortBuffers 76 \
    grt_usage_pct 217.8 \
    dp_hpwl_microns 6208000 \
    async_reset_ff_share_pct 0.7752 \
    cts_buffer_depth 4 \
    synthCells 51860 \
    clock_sinks 4128 \
    yosys-stat-cells 51860 \
    fp.dieH_microns 871.3 \
    topCellsByArea "edfxtp_1 (33%), nand2_1 (9.6%), o21ai_0 (9.5%)" \
    ys_top_cells_by_count "nand2_1 (9667), o21ai_0 (7193), a21oi_1 (6466)" \
    synth_area_sq_um 377800 \
    synth_warnings 2 \
    htreeDepth 5 \
    syn_area_per_cell_sq_um 7.285 \
    edf_count 4096 \
    firstError "[ERROR GRT-0116] Global routing finished with congestion. Check the congestion regions in the DRC Viewer." \
    synth_cell_types 104 \
    root_buffer "clkbuf_16" \
    top_cell "nand2_1" \
    dp_slack_ns -4.468 \
    gp_congestion 4.477 \
    grt_pass1_vias 685500 \
    grt_overflow 624100 \
    io_pins 100 \
    rows 318 \
    ff_type "edfxtp_1" \
    outcome "did not finish" \
    dp_cells 75850 \
    numCtsBuffers 451 \
    yosysChipArea_sq_um 377800 \
    largest_area_cell "edfxtp_1" \
]
-- stage by stage --
step           power [mW]  utilization (%)
2_1_floorplan       68.85                -
3_3_place_gp        90.27            76.45
3_5_place_dp        90.32            76.53
4_1_cts             139.5            79.54
-- timing repair --
| action | CTS |
|---|---|
| setup endpoints to repair | 5557 |
| setup buffers | 250 |
| hold buffers | 1 |
| pin swaps | 301 |
| hold endpoints to repair | 15 |
| resized | 1094 |
| cloned | 12 |
-- layer usage --
metal / overflow / track usage, %
met1: 258100 / 265.4
met2: 301400 / 290.6
met3: 39510 / 129.9
met4: 21580 / 125.1
met5: 3526 / 116.8
-- cells by family after synthesis --
| group | after synthesis | synth area share, % |
|---|---|---|
| compound gates | 22700 | 37.63 |
| simple gates | 17640 | 20.28 |
| buf+inv | 6343 | 6.527 |
| flops | 4128 | 32.77 |
| mux | 1022 | 2.716 |
| xor+xnor | 23 | 0.06127 |
| fa+ha+maj | 4 | 0.01325 |
Power figures rest on the tool's default switching activity, not on a simulated workload.
