`design/flow/constraint.sdc`:
```
current_design uart_rx

set clk_period 5.6
set clk_io_pct 0.2

create_clock -name clk0 -period $clk_period [get_ports {i_clk}]

set non_clock_inputs [all_inputs -no_clocks]
set_input_delay [expr $clk_period * $clk_io_pct] -clock clk0 $non_clock_inputs
set_output_delay [expr $clk_period * $clk_io_pct] -clock clk0 [all_outputs]
```
`design/flow/run.sh`:
```
#!/bin/bash
# OpenROAD 26Q1-2900-gdf79404cd8, Yosys 0.63+post, stock flow scripts
make -C /OpenROAD-flow-scripts/flow DESIGN_CONFIG=/design/flow/config.mk WORK_HOME=/design/flow/orfs finish
```
`design/flow/design.v`:
```
`default_nettype none
module baud_gen #(
    parameter OVERSAMPLING = 16,
    parameter BAUD_RATE = 115200,
    parameter FREQ = 50000000
) (
    input wire i_clk,
    input wire i_rst_n,
    output wire o_tick
);
  localparam OVERSAMLING_FREQ = OVERSAMPLING * BAUD_RATE;
  localparam
      M = (FREQ + OVERSAMLING_FREQ - 1) / OVERSAMLING_FREQ;   
  localparam N = $clog2(M);
  reg  [N-1:0] cnt;
  wire [N-1:0] cnt_next;
  always @(posedge i_clk or negedge i_rst_n)
    if (~i_rst_n) cnt <= 0;
    else cnt <= cnt_next;
  assign cnt_next = (cnt == (M - 1)) ? 0 : cnt + 1;
  assign o_tick   = cnt == (M - 1);
endmodule
`default_nettype none
module flag_buf #(
    parameter WORD_WIDTH = 8
) (
    input wire i_clk,
    input wire i_rst_n,
    input wire                  i_flag_set,
    input wire                  i_flag_clear,
    input wire [WORD_WIDTH-1:0] i_din,
    output reg                   o_flag,
    output wire [WORD_WIDTH-1:0] o_dout,
    output reg                   o_overflow_err
);
  reg [WORD_WIDTH-1:0] data_buf;
  always @(posedge i_clk or negedge i_rst_n) begin
    if (~i_rst_n) begin
      data_buf       <= 0;
      o_flag         <= 1'b0;
      o_overflow_err <= 1'b0;
    end
    else begin
      if (i_flag_set) begin
        o_flag   <= 1'b1;
        data_buf <= i_din;
        if (o_flag) o_overflow_err <= 1'b1;
      end
      else if (i_flag_clear) begin
        o_overflow_err <= 1'b0;
        o_flag         <= 1'b0;
      end
    end
  end
  assign o_dout = data_buf;
endmodule
`default_nettype none
module uart_rx #(
    parameter WORD_WIDTH = 8,
    parameter OVERSAMPLING = 16,
    parameter BAUD_RATE = 115200
) (
    input wire i_clk,
    input wire i_rst_n,
    input wire i_din,
    output wire                  o_rd_valid,
    output wire [WORD_WIDTH-1:0] o_rd_data,
    input  wire                  i_rd_ready
);
  localparam DATA_WIDTH = WORD_WIDTH + 1;
  wire parity_cfg = 1'b1;
  reg  parity;
  always @(posedge i_clk or negedge i_rst_n) begin
    if (~i_rst_n) begin
      parity <= 1'b0;
    end
    else begin
      if (parity != parity_cfg && !des_active) parity <= parity_cfg;
    end
  end
  wire                  tick;
  wire                  des_done;   
  wire                  des_active;
  wire [DATA_WIDTH-1:0] data;
  wire                  frame_err;   
  wire                  parity_err = parity && !parity_ok;   
  wire                  overflow_err;   
  baud_gen #(
      .OVERSAMPLING(OVERSAMPLING),
      .FREQ(50000000),
      .BAUD_RATE(BAUD_RATE)
  ) baud_gen0 (
      .i_clk  (i_clk),
      .i_rst_n(i_rst_n),
      .o_tick (tick)
  );
  uart_rx_des #(
      .OVERSAMPLING(OVERSAMPLING),
      .WORD_WIDTH  (WORD_WIDTH)
  ) uart_rx_des0 (
      .i_clk      (i_clk),
      .i_rst_n    (i_rst_n),
      .i_tick     (tick),
      .i_din      (i_din),
      .i_parity   (parity),
      .o_dout     (data),
      .o_frame_err(frame_err),
      .o_done     (des_done),
      .o_active   (des_active)
  );
  wire [WORD_WIDTH-1:0] word = parity ? data[DATA_WIDTH-2:0] : data[DATA_WIDTH-1:1];
  wire                  parity_ok = data[DATA_WIDTH-1] == ~(^word);
  wire                  flag_clear;
  wire                  flag;
  wire [WORD_WIDTH-1:0] flag_data;
  wire                  flag_set = des_done && (parity ? parity_ok : 1'b1);
  flag_buf #(
      .WORD_WIDTH(WORD_WIDTH)
  ) flag_buf0 (
      .i_clk         (i_clk),
      .i_rst_n       (i_rst_n),
      .i_flag_set    (flag_set),
      .i_flag_clear  (flag_clear),
      .i_din         (word),
      .o_flag        (flag),
      .o_dout        (flag_data),
      .o_overflow_err(overflow_err)
  );
  assign o_rd_valid = flag;
  assign flag_clear = o_rd_valid && i_rd_ready;
  assign o_rd_data  = flag_data;
endmodule
`default_nettype none
module uart_rx_des #(
    parameter WORD_WIDTH   = 8,
    parameter OVERSAMPLING = 16
) (
    input  wire                  i_clk,
    input  wire                  i_rst_n,
    input  wire                  i_tick,
    input  wire                  i_din,
    input  wire                  i_parity,
    output wire [DATA_WIDTH-1:0] o_dout,
    output reg                   o_frame_err,
    output reg                   o_done,
    output reg                   o_active
);
  localparam TICK_MID_VAL = OVERSAMPLING / 2 - 1;
  localparam DATA_WIDTH = WORD_WIDTH + 1;   
  localparam [2:0] IDLE = 3'b000, START_BIT = 3'b001, DATA = 3'b010, STOP_BIT = 3'b011;
  reg [2:0] state, state_nxt;
  reg [$clog2(OVERSAMPLING)-1:0] tick_ctr, tick_ctr_nxt;
  reg [$clog2(DATA_WIDTH+1)-1:0] bit_ctr, bit_ctr_nxt;
  wire [$clog2(DATA_WIDTH+1)-1:0] N = i_parity ? DATA_WIDTH : WORD_WIDTH;
  reg [DATA_WIDTH-1:0] d, d_nxt;
  always @(posedge i_clk or negedge i_rst_n) begin
    if (~i_rst_n) begin
      state    <= IDLE;
      tick_ctr <= 0;
      bit_ctr  <= 0;
      d        <= 0;
    end
    else begin
      state    <= state_nxt;
      tick_ctr <= tick_ctr_nxt;
      bit_ctr  <= bit_ctr_nxt;
      d        <= d_nxt;
    end
  end
  always @(*) begin
    state_nxt    = state;
    tick_ctr_nxt = tick_ctr;
    bit_ctr_nxt  = bit_ctr;
    d_nxt        = d;
    o_done       = 1'b0;
    o_frame_err  = 1'b0;
    case (state)
      IDLE: begin
        if (~i_din) begin
          state_nxt    = START_BIT;
          tick_ctr_nxt = TICK_MID_VAL;
        end
      end
      START_BIT: begin
        if (i_tick) begin
          tick_ctr_nxt = tick_ctr - 1;
          if (tick_ctr == 0) begin
            state_nxt    = DATA;
            tick_ctr_nxt = OVERSAMPLING - 1;
          end
        end
      end
      DATA: begin
        if (i_tick) begin
          tick_ctr_nxt = tick_ctr - 1;
          if (tick_ctr == 0) begin
            if (bit_ctr == N) begin
              state_nxt   = STOP_BIT;
              bit_ctr_nxt = 0;
            end
            else begin
              bit_ctr_nxt = bit_ctr + 1;
              d_nxt       = {i_din, d[DATA_WIDTH-1 : 1]};
            end
            tick_ctr_nxt = OVERSAMPLING - 1;
          end
        end
      end
      STOP_BIT: begin
        if (i_tick) begin
          if (tick_ctr == 0) begin
            state_nxt = IDLE;
            if (i_din)   
              o_done = 1'b1;
            else o_frame_err = 1'b1;
          end
          else tick_ctr_nxt = tick_ctr - 1;
        end
      end
    endcase
  end
  assign o_dout   = d;
  assign o_active = state != IDLE;
endmodule
```
`design/flow/config.mk`:
```
export PLATFORM = sky130hd
export DESIGN_NAME = uart_rx
export DESIGN_NICKNAME = uart_rx
export VERILOG_FILES = /design/flow/design.v
export SDC_FILE = /design/flow/constraint.sdc
export NUM_CORES = 4
export LEC_CHECK = 1
export CORE_UTILIZATION = 30
```
==> run_results.csv <==
group,metric,value,unit
final_layout,drive_gt1_share,25.4,%
yosys,synthCells,149,
global_route,grt_pass1_wl,5250,microns
worst_setup_path,cp-end-kind,"flip-flop",
global_route,grt.met1_usage,17.0,%
final_layout,area_growth,17.9,%
clocking,cts.htree.levels,2,
route,drt-total-wl,2980,microns
yosys,synth_top_flop_cell,"dfrtp_1",
route,drc_errors,0,
sta,rsz0062_at_grt,"no",
yosys,yosysUniqueCellTypes,35,
clocking,clk-insertion-delay-late,0.29,ns
outcome,outcome,"finished, final reports clean",
worst_setup_path,start_kind,"flip-flop",
power_and_ir_drop,leakage,0.981,nW
global_route,grt_busiest_layer,"met1",
yosys,common_cells,"dfrtp_1, mux2_2, nor2_1",
placed_design,gp_congestion,0.899,
yosys,syn-cell-area,1800,sq um
route,via_per_inst,4.61,
route,antenna_left,0,
global_route,grt_pass1_vias,1151,
placed_design,hpwl,1930,microns
global_route,gr-usage-met2,14.8,%
final_layout,final_core_util,37.6,%
yosys,ys_cells,149,
floorplanning,dieWidth,79.5,microns
route,wl_per_cell,12.3,microns
yosys,synth-edff-count,0,
yosys,yosysChipArea,1800,sq um
final_layout,seq_area,851,sq um
route,dr.first_iter.drc_count,40,
clocking,cts_resized,0,
final_layout,logic_area,912,sq um
placed_design,port_buffers,12,
clocking,max-clock-path-buffers,2,
sta,fin_crit,2.47,ns
sta,finClkSkew,0.00608,ns
sta,holdWs,0.456,ns
yosys,top_area_share,47.3,%
sta,max_freq,405,MHz
clocking,cts_setup_buffers,0,
sta,worst_pin_slew,0.522,ns
yosys,async_reset_ff_share,100,%
floorplanning,dieArea,6320,sq um
flow_run,tool_warnings,29,
final_layout,nFillCells,536,
power_and_ir_drop,vdd_ir_drop_max,326,uV
global_route,grt_overflow,0,
floorplanning,fp_util,31.9,%
route,num_antenna_cells,0,
global_route,grt_use_met3,3.48,%
yosys,largest_area_cell,"dfrtp_1",
worst_setup_path,crit_fanout,8,
clocking,path_clk_slew,0.07,ns
worst_setup_path,cp.required,5.77,ns
yosys,yosys.stat.seqShare,47.3,%
worst_setup_path,worstPathArrival,2.64,ns
clocking,cts_hold_buf,0,
clocking,cts_buffers,5,
floorplanning,coreArea,5640,sq um
sta,slew_viol_final,0,
floorplanning,die_h,79.5,microns
power_and_ir_drop,power.density,340,nW/um^2
global_route,antenna_found_initial,0,
yosys,synthTopCellsByArea,"dfrtp_1, mux2_2, mux2_4",
sta,post-route-period-util,44.1,%
route,dr_total_vias,1112,
yosys,syn_avg_cell_area,12.1,sq um
global_route,grt_max_degree,35,
route,dr.pass1.iters,4,
clocking,cts_root_buf,"clkbuf_8",
clocking,cts_tree,"yes",
sta,hold_viol_final,0,
yosys,synth.most_common_cell,"dfrtp_1",
yosys,synth-seq-cells,34,
sta,slew_headroom,65.2,%
flow_run,drv_cap,0,
floorplanning,io_pins,13,
worst_hold_path,hold_class,"reg2reg",
sta,setup_viol,0,
yosys,yosys_warnings,5,
clocking,clock_sinks,34,
worst_setup_path,path_class,"reg2reg",
sta,tns,0,ns
global_route,grtUsageTotal,10.8,%
floorplanning,rows,27,
-- critical path, stage by stage (launching register included) --
cell     delay, ns
dfrtp_1       0.39
inv_1         0.08
ha_1          0.19
or3b_1        0.40
nor2_1        0.24
nand2_1       0.15
nor2_1        0.31
buf_4         0.25
mux2_2        0.34
-- cell type report --
cell class	count	area share, %
clock buffer	5	3.24
clock inverter	3	1.89
inverter	7	1.24
multi-input combinational	106	43.0
sequential	34	40.1
tap	72	4.24
timing repair buffer	14	6.36
-- cells by family (layout without fill, tap and decap cells) --
group,Yosys count,in the layout,synth area share [%]
AND/OR/NAND/NOR,38,38,10.4
flip-flops,34,34,47.3
multiplexers,29,29,19.7
AND-OR/OR-AND,21,21,7.92
XOR/XNOR,10,10,7.16
buffers and inverters,9,29,2.09
adder cells (fa/ha/maj),8,8,5.56
-- per-stage QoR --
| stage | power, W | area [sq um] | cells | worst slack [ns] |
|---|---|---|---|---|
| 2_1_floorplan | 0.000451 | 1800 | 149 | 3.54 |
| 3_3_place_gp | 0.000497 | 2010 | 233 | 3.00 |
| 3_5_place_dp | 0.000500 | 2010 | 233 | 2.97 |
| 4_1_cts | 0.000730 | 2120 | 241 | 3.14 |
| 5_1_grt | 0.000779 | 2120 | 241 | 2.91 |
| 6_report | 0.000721 | 2120 | 241 | 3.13 |
-- worst paths after layout --
check / cells after the start / startpoint / slack (ns) / endpoint
hold / removal: 1 / baud_gen0.cnt[0]$_DFF_PN0_ / 0.46 / baud_gen0.cnt[0]$_DFF_PN0_
max in group asynchronous: 2 / i_rst_n / 4.05 / flag_buf0.data_buf[7]$_DFFE_PN0P_
hold reg to reg: 1 / baud_gen0.cnt[0]$_DFF_PN0_ / 0.46 / baud_gen0.cnt[0]$_DFF_PN0_
setup / recovery: 8 / uart_rx_des0.tick_ctr[0]$_DFFE_PN0P_ / 3.13 / uart_rx_des0.d[6]$_DFFE_PN0P_
min in group asynchronous: 2 / i_rst_n / 1.23 / flag_buf0.data_buf[0]$_DFFE_PN0P_
setup reg to reg: 8 / uart_rx_des0.tick_ctr[0]$_DFFE_PN0P_ / 3.13 / uart_rx_des0.d[6]$_DFFE_PN0P_
-- state kept, by name, summed over array words and instances, names as in the netlist --
name	flops
uart_rx_des0.bit_ctr	4
uart_rx_des0.d	9
baud_gen0.cnt	5
flag_buf0.data_buf	8
parity	1
uart_rx_des0.tick_ctr	4
flag_buf0.o_flag	1
uart_rx_des0.state	2
-- where the power goes --
part,switching [W],internal [W]
logic,0.000127,0.0000848
registers,0.0000187,0.000268
clock network,0.0000916,0.000131
total,0.000238,0.000484
-- metal layers --
layer  up-vias  wire (microns)  share of wire [%]
met1       534            1600                 54
met3         6             112                3.8
met5         -               0                  0
li1        559               -                  -
met4         0              53                1.8
met2        13            1210                 41
-- cells in the final DEF (no fill, tap or decap), drive strengths merged --
cell type,synthesis,layout
ha,8,8
nor4b,1,1
nand4b,1,1
nand3,4,4
or3b,1,1
xor2,3,3
a22oi,1,1
dfrtp,34,34
and4b,1,1
nor3b,2,2
a2111oi,1,1
a21o,1,1
mux2i,2,2
nor3,4,4
mux2,27,27
a22o,2,2
clkdlybuf4s50,0,12
nand2,8,8
bufinv,0,1
xnor3,1,1
a2bb2oi,1,1
nand2b,1,1
clkinv,0,2
o21ai,7,7
buf,1,2
o31ai,1,1
a21oi,6,6
or2,1,1
xnor2,6,6
nor2,14,14
clkbuf,1,5
a21boi,1,1
inv,7,7
Power and IR drop assume default switching activity.
