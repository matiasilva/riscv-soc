## run.sh

```bash
#!/bin/bash
# OpenROAD 26Q1-2900-gdf79404cd8, Yosys 0.63+post, stock flow scripts
make -C /OpenROAD-flow-scripts/flow DESIGN_CONFIG=/design/flow/config.mk WORK_HOME=/design/flow/orfs finish
```

## config.mk

```make
export PLATFORM = sky130hd
export DESIGN_NAME = regfile
export DESIGN_NICKNAME = regfile
export VERILOG_FILES = /design/flow/design.v
export SDC_FILE = /design/flow/constraint.sdc
export NUM_CORES = 4
export LEC_CHECK = 1
export CORE_UTILIZATION = 30
```

## constraint.sdc

```tcl
current_design regfile

set clk_period 3.3
set clk_io_pct 0.2

create_clock -name clk0 -period $clk_period [get_ports {i_clk}]

set non_clock_inputs [all_inputs -no_clocks]
set_input_delay [expr $clk_period * $clk_io_pct] -clock clk0 $non_clock_inputs
set_output_delay [expr $clk_period * $clk_io_pct] -clock clk0 [all_outputs]
```

## design.v

```verilog
module regfile #(
    parameter int XW = 32
) (
    input  logic          i_clk,
    input  logic          i_rst_n,
    input  logic [   4:0] i_rd_addr1,   
    input  logic [   4:0] i_rd_addr2,   
    output logic [XW-1:0] o_rd_data1,
    output logic [XW-1:0] o_rd_data2,
    input  logic [XW-1:0] i_wr_data,
    input  logic [   4:0] i_wr_addr,    
    input  logic          i_wr_en
);
  logic   [XW-1:0] x        [31];
  logic   [XW-1:0] rd_data1;
  logic   [XW-1:0] rd_data2;
  integer          i;
  always_ff @(posedge i_clk or negedge i_rst_n) begin
    if (~i_rst_n) begin
      for (i = 0; i < 31; i++) begin
        x[i] <= '0;
      end
      rd_data1 <= '0;
      rd_data2 <= '0;
    end else begin
      if (i_wr_en) begin
        if (i_wr_addr != 5'b0) begin   
          x[i_wr_addr-1] <= i_wr_data;
        end
      end
      rd_data1 <= i_rd_addr1 == 0 ? '0 : x[i_rd_addr1-1];
      rd_data2 <= i_rd_addr2 == 0 ? '0 : x[i_rd_addr2-1];
    end
  end
  assign o_rd_data1 = rd_data1;
  assign o_rd_data2 = rd_data2;
endmodule
```

==> impl_metrics.yaml <==
# yosys + openroad results
logic_synthesis:
  async_flop_share_pct: 100
  postSynthRegisterBits: 1056
  yosys.area_share.adder_pct: 0
  synth.cellmix.simpleShare_pct: 6.74
  synth.cell_area_mm2: 0.0510
  top_logic_kind: "multiplexers"
  yosys-stat-cells: 4267
  ys.flop_type: "sky130_fd_sc_hd__dfrtp_1"
  post_synth_tally_of_flip_flops_with_integrated_enable: 0
  post_synth_num_cell_types: 64
  ys_chip_area_mm2: 0.0510
  average_cell_area_after_synthesis_um2: 12.0
  post_synth_inst_count: 4267
  portion_of_netlist_area_occupied_by_mux_cells_pct: 22.2
  synth-xor-area-share_pct: 0.0319
  yosysSeqAreaShare_pct: 51.8
  ys_warn_count: 2
  compound_area_share_pct: 15.5
detailed_routing:
  wl_per_cell_um: 40.4
  route.vias.total: 44000
  drt_via_density: 6.45
  detail_route.first_pass.iterations: 9
  route.final.wire_length_um: 275000
  drc_violations_left: 0
  drt_iter0_markers: 5534
  antenna_left: 0
worst_setup_path:
  worst-path-buf-inv: 4
  setup.worst_path.end_class: "register"
  slowest_delay_ps: 530
  setup.reg_to_reg.worst_slack_ps: 1160
  cp.arrival_ps: 3710
  critical_path_class: "input pin to register"
  worstPathMaxFanout: 17
  timing.critical_path.cells: "clkdlybuf4s50_1 -> buf_12 -> or2_2 -> buf_4 -> nor2_4 -> buf_12 -> a22oi_1 -> o2111ai_1 -> nor4_1 -> a21oi_1"
  worstPathRequired_ps: 3970
  family_of_cells_with_the_greatest_summed_delay_on_the_critical_path: "AND-OR/OR-AND gates"
  worst_path_most_repeated_cell: "sky130_fd_sc_hd__buf_12"
  slowest_stage: "sky130_fd_sc_hd__o2111ai_1"
  startpoint_type: "input pin"
global_routing:
  global_route.peak_usage_layer: "met2"
  use_met3_pct: 14.8
  grt_pass1_wl_um: 376000
  vias_in_the_first_global_route: 43900
  gr-total-overflow: 0
  grt_use_total_pct: 32.7
  antenna_violations_before_repair: 13
  use_met2_pct: 45.8
  grt_max_degree: 97
  grtUsageMet1_pct: 42.4
power_and_ir_drop:
  p_comb_share_pct: 13.9
  switching_power_uw: 11100
  pleak_uw: 0.0270
  sw_frac_of_total_pct: 29.5
  power.ir.vdd_worst_mv: 0.513
  pwr-share-seq_pct: 49.2
  power.density_cell_area_mw_per_mm2: 602
  power_report.internal_total_uw: 26600
  p_clk_share_pct: 37.0
clock_tree:
  clockRootBuffer: "sky130_fd_sc_hd__clkbuf_16"
  cts_tree: "built"
  clk_path_buf_depth: 3
  cts_made_buffers: 116
  clock.latency.late_pin_ps: 800
  cts-htree-levels: 3
  post_cts_repair_timing_setup_buffer_count: 0
  cts.sinks: 1056
  clk_pin_slew_worst_paths_ps: 60
die:
  die_span_x_um: 414
  top_level_i_o_count: 114
  floorplan.core_area_mm2: 0.168
  fp_util_pct: 30.4
  die_h_um: 414
  rows: 150
  chip_area_mm2: 0.172
cells_and_area:
  layout_top_cells_excl_fill_tap: "sky130_fd_sc_hd__dfrtp_1, sky130_fd_sc_hd__mux2_2, sky130_fd_sc_hd__a22oi_1, sky130_fd_sc_hd__buf_4, sky130_fd_sc_hd__nand2_1"
  areaGrowthSynthToFinish_pct: 22.9
  postLayoutCoreUtil_pct: 37.3
  mostFrequentLayoutCell: "sky130_fd_sc_hd__dfrtp_1"
  fillerInstances: 15900
  post_route_cells_drive_above_1_share_pct: 37.1
  final_cell_area_excluding_filler_cells_mm2: 0.0627
run_status:
  status: "completed"
timing:
  period_needed_ps: 3030
  slew_limit_headroom_pct: 37.3
  maxSlewViolCount: 0
  timing.setup.tns_ps: 0
  final_min_period_over_clock_period_pct: 91.9
  clock-skew-final_ps: 45.2
  tightest_slew_ps: 938
  setup_repair_after_global_routing_missed_its_margin: "no"
  report.final.hold_viol_count: 0
  final.hold.worst_slack_ps: 143
  max_clock_freq_ghz: 0.330
  finalSetupViolCount: 0
placement:
  placement.cell_area_mm2: 0.0586
  numPortBuffers: 113
  hpwlAfterDp_um: 175000
  gp_routability_congestion: 1.04
flow_run:
  log.warning_count: 26
  cap_viol_max_count: 0
hold_path:
  hold_class: "input pin to asynchronous set/reset pin"
==> per-layer routing <==
metal | vias up | share of wire [%]
met1 | 22500 | 37
met5 | - | 0.0094
li1 | 16900 | -
met3 | 1148 | 13
met2 | 3446 | 42
met4 | 6 | 7.6
==> synthesized netlist by cell type (all sizes together), types with 11 or more instances <==
| master | n | area share (%) |
|---|---|---|
| a22o | 14 | 0.24 |
| a21oi | 98 | 0.96 |
| nor3 | 71 | 0.75 |
| clkbuf | 219 | 1.6 |
| nor2b | 13 | 0.16 |
| a31oi | 11 | 0.13 |
| a22oi | 805 | 12 |
| nor4 | 28 | 0.40 |
| nand2 | 194 | 1.4 |
| nand4 | 114 | 1.4 |
| mux2 | 1000 | 22 |
| buf | 203 | 2.1 |
| nand2b | 15 | 0.19 |
| a222oi | 43 | 0.84 |
| nand3 | 67 | 0.66 |
| dfrtp | 1056 | 52 |
| nand3b | 15 | 0.22 |
| o21ai | 83 | 0.81 |
| nor2 | 130 | 1.0 |
==> worst reg2reg max path: stages (launching register included) <==
cell and delay (ps):
sky130_fd_sc_hd__dfrtp_1 460, sky130_fd_sc_hd__nor3b_1 170, sky130_fd_sc_hd__o21ai_0 550, sky130_fd_sc_hd__nand4_1 280, sky130_fd_sc_hd__nor3_1 270, sky130_fd_sc_hd__a21oi_1 90, sky130_fd_sc_hd__buf_4 160
==> per-stage QoR <==
step / power (µW) / cells / worst slack [ps]
global route: 38900 / 6808 / 334
finish: 37700 / 6812 / 266
floorplan: 20500 / 4267 / 1120
global placement: 23700 / 6586 / -381
CTS: 37700 / 6804 / 491
detailed placement: 23800 / 6586 / -344
==> logic make-up (layout without fill, tap and decap cells) <==
| logic type | after synthesis | count (layout) |
|---|---|---|
| AND-OR/OR-AND | 1094 | 1094 |
| XOR/XNOR | 1 | 1 |
| buffers and inverters | 425 | 758 |
| flip-flops | 1056 | 1056 |
| multiplexers | 1007 | 1007 |
| other | 0 | 8 |
| AND/OR/NAND/NOR | 684 | 684 |
==> power groups by stage <==
stage | clock network (µW) | registers, µW | logic [µW]
4_1_cts | 14000 | 18400 | 5200
5_1_grt | 14500 | 18800 | 5600
6_report | 13900 | 18600 | 5240
==> registers in the layout (all words and copies together) (netlist names) <==
register and cells:
rd_data1 32, x 992, rd_data2 32
==> path summary, 6_finish.rpt <==
| kind | startpoint | endpoint | cells past startpoint |
|---|---|---|---|
| setup / recovery | i_rd_addr2[2] | rd_data2[22] | 10 |
| hold / removal | i_rst_n | x[21][2] | 2 |
| setup reg to reg | x[11][11] | rd_data1[11] | 6 |
| hold reg to reg | x[17][31] | x[17][31] | 1 |
| max in group asynchronous | i_rst_n | x[21][15] | 2 |
| min in group clk0 | x[17][31] | x[17][31] | 1 |
==> area by class of cell <==
cell class                 count  area [µm²]  share of cell area (%)
sequential                  1056       26400                    42.1
multi-input combinational   2786       23300                    37.1
timing repair buffer         538        6160                    9.83
clock buffer                 153        3230                    5.16
tap                         2204        2760                    4.40
clock inverter                64         805                    1.28
antenna                        8        20.0                  0.0319
inverter                       3        11.3                  0.0180
==> what timing repair did <==
item,CTS,global route
gates resized,0,0
hold endpoints to repair,56,0
hold buffers,1,0
No activity file was given, so power comes from the tool's default toggle rates.
